## flow/design.v

```verilog
`timescale 1ns / 1ps
module clockdivider(
    input clk, 
    input [21:0] MAXCOUNT,
    output logic sclk = 0
    );     
    logic [21:0] count = 0;    
    always_ff @ (posedge clk)
    begin
        count = count + 1;
        if (count >= MAXCOUNT)
        begin
            count = 0;
            sclk = ~sclk;
        end
    end
endmodule
```

## flow/run.sh

```bash
#!/bin/bash
# OpenROAD 26Q1-2900-gdf79404cd8, Yosys 0.63+post, stock flow scripts
make -C /OpenROAD-flow-scripts/flow DESIGN_CONFIG=/design/flow/config.mk WORK_HOME=/design/flow/orfs finish
```

## flow/config.mk

```make
export PLATFORM = sky130hd
export DESIGN_NAME = clockdivider
export DESIGN_NICKNAME = clockdivider
export VERILOG_FILES = /design/flow/design.v
export SDC_FILE = /design/flow/constraint.sdc
export NUM_CORES = 4
export LEC_CHECK = 1
export CORE_AREA = 10 10 102 102
export DIE_AREA = 0 0 112 112
```

## flow/constraint.sdc

```tcl
current_design clockdivider

set clk_period 5.2
set clk_io_pct 0.2

create_clock -name clk0 -period $clk_period [get_ports {clk}]

set non_clock_inputs [all_inputs -no_clocks]
set_input_delay [expr $clk_period * $clk_io_pct] -clock clk0 $non_clock_inputs
set_output_delay [expr $clk_period * $clk_io_pct] -clock clk0 [all_outputs]
```

==> design notes <==
The tools report the highest clock frequency the design can meet as 0.263 GHz. STA classifies the critical path endpoint as a flip-flop. The tools report the level count of the clock H-tree as 1. The iteration-0 DRC count of the detailed router is 46, and the per-cell via count in the routed design is 4.05. The sequential element share of the synthesized area came out at 0.292. The routing layer with the top usage in global route is met2. With the met2 track demand over resource in global routing at 0.0905, the clock share of power is 0.322. After global routing the overflow that remains totals 0. Once detailed placement completed, the half-perimeter wirelength came to 2730 microns. The total of flip-flops plus latches after synthesis was 23.

The critical path class is flip-flop to flip-flop. For this design, the slowest cell found on the critical path is sky130_fd_sc_hd__nand2_1. Hold repair after CTS inserted 0 buffers.

Entering global routing, the biggest net connects 24 pins. The number of warning messages in the yosys log was 1. The worst setup path is launched from a flip-flop. The tree is rooted in a sky130_fd_sc_hd__clkbuf_8. For this run, the script counts the antenna cells in the layout as 0.

Internal power comes to 0.000262 W. Input and output buffers added on the ports amount to 23. The run gives 0.132 as the fraction of power consumed by combinational cells.

Setup repair after global routing left no endpoint under its margin. For reference, the placement row count at floorplan is 33. The final critical delay including setup and external delays is 3.81 ns. The area added between synthesis and finish came out at 24.3%.

The most common cell after layout, fill and taps aside was sky130_fd_sc_hd__inv_1. The run finished with clean final reports. The path class of the tightest hold or removal check is flip-flop to flip-flop. The routed layout has 1,281 vias. The share of cells above drive strength 1 was 0.0664. RePlAce ended its routability-driven mode at a weighted congestion of 0.825. The total setup violations reported at the end of the flow is 0, and the mean cell area of the mapped netlist is 8.53 sq um.

The final hold violation count recorded for this run is 0. Wires add up to 3370 microns. The initial antenna violation count is 0, and the sum of buffers and inverters on the critical path is 0.

Setup total negative slack on the finished layout was measured at 0 ns. Measured along the x axis, the die boundary spans 112 microns. TritonRoute reported its final design rule violation total as 0. Synthesis instantiated 32 different standard cells from the library.

Grouping stages by cell kind, the critical path spends the most delay in simple AND/OR/NAND/NOR gates. Along the worst path, the maximum fanout reaches 23. The tools report the effective utilization at floorplan as 0.196. The clock passes through at most 2 buffers. The sequential fraction of design power was 0.546; the global routing usage on met3 was 0.0195.

The logs give 312 for the number of placed instances with taps included and 189 for the number of cell instances after yosys synthesis. Before any placement, the netlist area is recorded as 0.00161 sq mm. The global routing met1 resource utilization came out at 0.0728.

Per the skew report, the later register of the worst-skew pair sees a clock latency of 0.26 ns. Ranking logic cells in the layout by count gives the top entries sky130_fd_sc_hd__inv_1 (28), sky130_fd_sc_hd__ha_1 (23), sky130_fd_sc_hd__clkdlybuf4s50_1 (23). The fill cell total of the finished layout is 871. The number of instances resized during post-cts repair is 0, and the data arrival time at the worst-slack endpoint is 3.84 ns. The run gives 0 as the count of buffers added by post-CTS timing repair for setup. CTS saw 23 sinks. The required arrival time at the worst endpoint was 5.23 ns; the final clock skew was 0.00449 ns. The synthesized netlist handed to floorplanning was reported with a cell count of 189. The tools report the die footprint as 0.0125 sq mm.

The count of nets left with antenna violations once routing finished came out at 0. The net switching fraction of the power works out to 0.225. The number of warnings reported in the stage logs is 25. For the number of optimization iterations in the first detailed-route pass, the log shows 4.

Average wire per standard cell: 10.7 microns. The run gives 0.00822 sq mm for the core region area. The slew of the pin with the lowest slew margin was 0.817 ns; the final critical-path share of the clock period was 0.732. The analysis attributes to net switching a power of 0.0000762 W. The final timing report lists a max-slew violation count of 0. Per the summary, power density relative to cell area is 169 mW/mm^2.

The run gives 0.57 ns for the stage delay of the slowest cell on the critical path. The analysis reports a worst IR drop on VDD of 0.000102 V. The number of global-route vias before repair is 1,334. The leakage component of the power was reported as 0.924 nW. The CTS report gives the tree buffer count as 3. TritonCTS built the clock tree. Total routing resource utilization after global routing: 0.0562. The run gives 6050 microns as the wire length of the first global-routing pass. The chip area estimate from yosys synthesis is 0.00161 sq mm, and the register area is 470 sq um.

The die height came out at 112 microns. In this run the critical path is formed by ha_1 > nand4_1 > or2_2 > nor2_1 > xor2_1 > ha_1 > nand2_1 > o21ai_0 > a2111oi_0 > nand2_1 > or2_2. For the tally of max-capacitance violations, the log shows 0. The finished layout holds 316 standard cells, fillers aside. With the boundary pin count at 24, the max-slew headroom at the worst pin is 0.454. For reference, the clock transition at the flip-flops on the worst setup and hold paths is 0.08 ns.

For the combinational gate area, the log shows 0.00101 sq mm.
-- through the flow --
| stage | total power, W | hold WS, ns | utilization | setup WS [ns] | instance area (sq um) |
|---|---|---|---|---|---|
| 6_report | 0.000338 | 0.532 | 0.244 | 1.39 | 2000 |
| 5_1_grt | 0.000360 | 0.574 | 0.244 | 0.947 | 2000 |
| 4_1_cts | 0.000345 | 0.543 | 0.244 | 1.31 | 2000 |
| 3_5_place_dp | 0.000234 | 0.528 | 0.238 | 1.29 | 1960 |
| 3_3_place_gp | 0.000233 | 0.528 | 0.238 | 1.34 | 1960 |
| 2_1_floorplan | 0.000211 | 0.483 | - | 2.22 | 1610 |
-- cell usage after synthesis --
cell	count	area share
sky130_fd_sc_hd__and4_2	1	0.0062
sky130_fd_sc_hd__inv_1	28	0.065
sky130_fd_sc_hd__nor4_1	1	0.0039
sky130_fd_sc_hd__nor2_1	9	0.021
sky130_fd_sc_hd__buf_1	1	0.0023
sky130_fd_sc_hd__nor2b_1	1	0.0039
sky130_fd_sc_hd__or4_4	1	0.0070
sky130_fd_sc_hd__a21o_1	1	0.0047
sky130_fd_sc_hd__nand2_1	11	0.026
sky130_fd_sc_hd__o21ai_0	3	0.0093
sky130_fd_sc_hd__a211oi_1	1	0.0047
sky130_fd_sc_hd__nand2b_1	1	0.0039
sky130_fd_sc_hd__xor2_1	11	0.060
sky130_fd_sc_hd__a21oi_1	8	0.025
sky130_fd_sc_hd__nand3_1	7	0.022
sky130_fd_sc_hd__buf_2	1	0.0031
sky130_fd_sc_hd__a2111oi_0	1	0.0054
sky130_fd_sc_hd__ha_1	23	0.18
sky130_fd_sc_hd__o311a_1	1	0.0062
sky130_fd_sc_hd__clkbuf_1	4	0.0093
sky130_fd_sc_hd__dfxtp_1	22	0.27
sky130_fd_sc_hd__nor3_1	8	0.025
sky130_fd_sc_hd__or2_2	3	0.012
sky130_fd_sc_hd__nand4_1	5	0.019
sky130_fd_sc_hd__or3_1	1	0.0039
sky130_fd_sc_hd__edfxtp_1	1	0.019
sky130_fd_sc_hd__nor3b_2	2	0.016
sky130_fd_sc_hd__xnor2_1	9	0.049
sky130_fd_sc_hd__a41oi_1	1	0.0054
sky130_fd_sc_hd__nor3b_1	20	0.093
sky130_fd_sc_hd__nor4_4	1	0.013
sky130_fd_sc_hd__nor3_2	1	0.0062
-- state kept, by name, indices dropped and copies added, names as in the netlist --
register	flops
count	22
sclk	1
-- cell type report --
cell class                 count  share of cell area
timing repair buffer          24               0.119
sequential                    23               0.235
multi-input combinational    132               0.506
clock inverter                 1             0.00250
inverter                      28              0.0524
clock buffer                   3              0.0206
tap                          105              0.0655
-- power groups by stage --
| stage | registers (W) | clock network, W | logic (W) |
|---|---|---|---|
| 6_report | 0.000185 | 0.000109 | 0.0000448 |
| 4_1_cts | 0.000185 | 0.000116 | 0.0000452 |
| 5_1_grt | 0.000185 | 0.000123 | 0.0000514 |
-- worst paths after layout --
path                       startpoint                  end  slack, ns  depth (start not counted)
setup / recovery  count[0]$_SDFF_PP0_       sclk$_DFFE_PP_       1.39                         11
hold / removal    count[0]$_SDFF_PP0_  count[0]$_SDFF_PP0_       0.53                          1
setup reg to reg  count[0]$_SDFF_PP0_       sclk$_DFFE_PP_       1.39                         11
hold reg to reg   count[0]$_SDFF_PP0_  count[0]$_SDFF_PP0_       0.53                          1
-- kinds of logic after synthesis --
family | count (synthesis) | share of synthesized area
adder cells (fa/ha/maj) | 23 | 0.178
AND/OR/NAND/NOR | 73 | 0.281
XOR/XNOR | 20 | 0.109
flip-flops | 23 | 0.292
buffers and inverters | 34 | 0.0799
AND-OR/OR-AND | 16 | 0.0605
-- routing by layer --
| layer | vias to the layer above | routed length, microns |
|---|---|---|
| li1 | 685 | - |
| met1 | 571 | 1590 |
| met2 | 21 | 1530 |
| met3 | 4 | 206 |
| met4 | 0 | 39 |
| met5 | - | 0 |
No activity file was given, so power comes from the tool's default toggle rates.
