## constraint.sdc

```tcl
current_design Lab6

set clk_period 6.7
set clk_io_pct 0.2

create_clock -name clk0 -period $clk_period [get_ports {clk}]

set non_clock_inputs [all_inputs -no_clocks]
set_input_delay [expr $clk_period * $clk_io_pct] -clock clk0 $non_clock_inputs
set_output_delay [expr $clk_period * $clk_io_pct] -clock clk0 [all_outputs]
```

## run.sh

```bash
#!/bin/bash
# OpenROAD 26Q1-2900-gdf79404cd8, Yosys 0.63+post, stock flow scripts
make -C /OpenROAD-flow-scripts/flow DESIGN_CONFIG=/design/flow/config.mk WORK_HOME=/design/flow/orfs finish
```

## design.v

```verilog
`timescale 1ns / 1ps
module Accumulator(
    input clk, LD, CLR,
    input [7:0] D,
    output logic [7:0] Q = 0
    );
    always_ff @ (posedge clk)
    begin
        if (CLR)
            Q <= 0;
        else if (LD)
            Q <= D + Q;
    end
endmodule
`timescale 1ns / 1ps
module Lab6(
    input clk,
    input [3:0] A,
    input [3:0] B,
    input Mult,
    output [7:0] sseg,
    output [3:0] an,
    output JAO
    );
    logic [1:0] t1;
    logic [7:0] t2, t5;
    logic t3, t4;
    ShiftRegister shift(.clk(clk), .SEL(t1), .D({4'b000,A}), .CLR(0), .Q(t2));
    Multiply_FSM multiply_fsm(.clk(clk), .Multiply(Mult), .B(B), .AccLD(t3), .AccCLR(t4), .SRSEL(t1));
    Accumulator accumulator(.clk(clk), .LD(t3), .CLR(t4), .D(t2), .Q(t5));
    univ_sseg segss (.clk(clk), .cnt1(t5), .cnt2(0), .dp_en(0), .dp_sel(0), .mod_sel(0), .sign(0), .valid(1), .sclk(JAO), .ssegs(sseg), .disp_en(an));
endmodule
`timescale 1ns / 1ps
module Multiply_FSM(
    input clk,
    input Multiply,
    input [3:0] B,
    output logic AccLD, AccCLR, 
    output logic [1:0] SRSEL
    );
    logic [2:0] NS;  
    logic [2:0] PS = WT;  
    parameter [2:0] WT = 3'b000, Start = 3'b001, Bit0 = 3'b010, Bit1 = 3'b011, Bit2 = 3'b100, Bit3 = 3'b101;
    always_ff @ (posedge clk)
    begin
        PS = NS;
    end
    always_comb
    begin
    AccLD=0; AccCLR=0; SRSEL=0;
        case(PS)
            WT:
            begin
                AccLD=0;
                AccCLR=0;
                SRSEL=0;
                if(Multiply==0)
                    NS=WT;
                else
                    NS=Start;
            end
            Start:
            begin
                AccCLR=1;
                SRSEL=1;
                AccLD=0;
                NS=Bit0;
            end
            Bit0:
            begin
                SRSEL=2;
                AccCLR=0;
                NS=Bit1;
                AccLD=B[0];
            end
            Bit1:
            begin
                SRSEL=2;
                AccCLR=0;
                NS=Bit2;
                AccLD=B[1];
            end
            Bit2:
            begin
                SRSEL=2;
                AccCLR=0;
                NS=Bit3;
                AccLD=B[2];
            end
            Bit3:
            begin
                SRSEL=0;
                AccCLR=0;
                NS=WT;
                AccLD=B[3];
            end
            default:
                NS=WT; 
        endcase    
    end    
endmodule
`timescale 1ns / 1ps
module ShiftRegister(
    input clk, CLR ,
    input [7:0] D,
    input [1:0] SEL,
    output logic [7:0] Q = 0
    );
    always_ff @ (posedge clk)
    begin
        if (CLR)
            Q <= 0;
        else  
            case (SEL)
                1: Q <= D;
                2: Q <= {Q[6:0] , 1'b0};
                3: Q <= {1'b0, Q[7:1]};
             endcase
     end
endmodule
`timescale 1ns / 1ps
module univ_sseg(
    input [13:0] cnt1,
    input [6:0] cnt2,
    input valid,
    input dp_en,
    input [1:0] dp_sel,
    input [1:0] mod_sel,
    input sign,
    input clk,
    output reg [7:0] ssegs,
    output reg [3:0] disp_en,
    output sclk
    ); 
    wire [3:0] c1_d3;   
    wire [3:0] c1_d2; 
    wire [3:0] c1_d1; 
    wire [3:0] c1_d0; 
    wire [3:0] c2_d1;    
    wire [3:0] c2_d0; 
    reg [3:0] A_1000_digit;  
    reg [3:0] B_100_digit; 
    reg [3:0] C_10_digit; 
    reg [3:0] D_1_digit; 
    reg [3:0] final_BCD; 
    reg [1:0] m_cnt;         
    reg [7:0] seg_val;       
    cnt_convert_14b CC_14(cnt1, mod_sel, c1_d3, c1_d2, c1_d1, c1_d0); 
    cnt_convert_7b CC_7(cnt2, c2_d1, c2_d0); 
    clk_divder CLK_DIV (clk,sclk); 
    always @ (sign,mod_sel,c1_d1,c1_d3)
    begin
       case ({sign,mod_sel})
          0: A_1000_digit = 'hF;
          1: A_1000_digit = c1_d1; 
          2: A_1000_digit = c1_d3;
          3: A_1000_digit = 0;
          4: A_1000_digit = 'hA;   
          5: A_1000_digit = c1_d1; 
          6: A_1000_digit = c1_d3;
          7: A_1000_digit = 0;
          default A_1000_digit = 'hA; 
       endcase 
    end 
    always @ (mod_sel,c1_d2,c1_d0)
    begin
       case (mod_sel)
          0: B_100_digit = c1_d2; 
          1: B_100_digit = c1_d0; 
          2: B_100_digit = c1_d2;
          3: B_100_digit = 0;
          default B_100_digit = 0; 
       endcase 
    end 
    always @ (mod_sel,c1_d1,c2_d1)
    begin
       case (mod_sel)
          0: C_10_digit = c1_d1; 
          1: C_10_digit = c2_d1; 
          2: C_10_digit = c1_d1;
          3: C_10_digit = 0;
          default C_10_digit = 0; 
       endcase 
    end 
    always @ (mod_sel,c1_d0,c2_d0)
    begin
       case (mod_sel)
          0: D_1_digit = c1_d0; 
          1: D_1_digit = c2_d0; 
          2: D_1_digit = c1_d0;
          3: D_1_digit = 0;
          default D_1_digit = 0; 
       endcase 
    end 
    always @ (m_cnt, A_1000_digit, B_100_digit, C_10_digit, D_1_digit)
    begin
       case (m_cnt)
          3: final_BCD = D_1_digit; 
          2: final_BCD = C_10_digit; 
          1: final_BCD = B_100_digit;
          0: final_BCD = A_1000_digit;
          default final_BCD = 0; 
       endcase 
    end 
    always @ (m_cnt)
    begin
       case (m_cnt)
          0: disp_en = 4'b1110;  
          1: disp_en = 4'b1101; 
          2: disp_en = 4'b1011;
          3: disp_en = 4'b0111;
          default disp_en = 0; 
       endcase 
    end 
    always @ (final_BCD)
    begin
       case (final_BCD)
          0: seg_val  = 'h03;   
          1: seg_val  = 'h9F;   
          2: seg_val  = 'h25;   
          3: seg_val  = 'h0D;
          4: seg_val  = 'h99;  
          5: seg_val  = 'h49;  
          6: seg_val  = 'h41;  
          7: seg_val  = 'h1F;  
          8: seg_val  = 'h01;  
          9: seg_val  = 'h09;  
          10: seg_val = 'hFD;    
          15: seg_val = 'hFF;    
          default seg_val = 0; 
       endcase 
    end 
    always @ (dp_sel, m_cnt, dp_en, seg_val, valid)
    begin
       if (valid == 0)      
          ssegs = 'hFD; 
       else 
          begin
          if (dp_sel == m_cnt)
             ssegs = {seg_val[7:1],~dp_en}; 
          else 
             ssegs = seg_val;
          end          
    end
    always @ (posedge sclk)
    begin 
       m_cnt <= m_cnt + 1'b1;
    end 
endmodule
module clk_divder(clockin, clockout); 
    input clockin; 
    output wire clockout; 
    parameter n = 13; 
    reg [n:0] count; 
    always@(posedge clockin) 
    begin 
        count <= count + 1; 
    end 
    assign clockout = count[n]; 
endmodule 
module cnt_convert_14b(
    input [13:0] cnt,
    input [1:0] sel,
    output reg [3:0] c1_d3,
    output reg [3:0] c1_d2,
    output reg [3:0] c1_d1,
    output reg [3:0] c1_d0
    );
    reg [13:0] cnt_new;       
    reg [13:0] cnt_new_w;     
    reg [3:0] d3;      
    reg [3:0] d2;      
    reg [3:0] d1;      
    reg [3:0] d0;      
    always @ (cnt,sel)
       case(sel)
          0: cnt_new = {6'b000000,cnt[7:0]};    
          1: cnt_new = {7'b00000000,cnt[6:0]};  
          2: cnt_new = cnt;                     
          3: cnt_new = cnt;                     
          default cnt_new = cnt; 
       endcase
    always @ (cnt_new)
    begin
       d3=0;  d2=0;  d1=0;  d0=0;     
       cnt_new_w = cnt_new;           
       if      (cnt_new_w > 8999) begin   d3=9;   cnt_new_w = cnt_new_w - 9000;  end
       else if (cnt_new_w > 7999) begin   d3=8;   cnt_new_w = cnt_new_w - 8000;  end 
       else if (cnt_new_w > 6999) begin   d3=7;   cnt_new_w = cnt_new_w - 7000;  end 
       else if (cnt_new_w > 5999) begin   d3=6;   cnt_new_w = cnt_new_w - 6000;  end 
       else if (cnt_new_w > 4999) begin   d3=5;   cnt_new_w = cnt_new_w - 5000;  end 
       else if (cnt_new_w > 3999) begin   d3=4;   cnt_new_w = cnt_new_w - 4000;  end 
       else if (cnt_new_w > 2999) begin   d3=3;   cnt_new_w = cnt_new_w - 3000;  end 
       else if (cnt_new_w > 1999) begin   d3=2;   cnt_new_w = cnt_new_w - 2000;  end 
       else if (cnt_new_w > 999)  begin   d3=1;   cnt_new_w = cnt_new_w - 1000;  end 
       else                       begin   d3=0;   end 
       if      (cnt_new_w > 899) begin   d2=9;   cnt_new_w = cnt_new_w - 900;  end
       else if (cnt_new_w > 799) begin   d2=8;   cnt_new_w = cnt_new_w - 800;  end 
       else if (cnt_new_w > 699) begin   d2=7;   cnt_new_w = cnt_new_w - 700;  end 
       else if (cnt_new_w > 599) begin   d2=6;   cnt_new_w = cnt_new_w - 600;  end 
       else if (cnt_new_w > 499) begin   d2=5;   cnt_new_w = cnt_new_w - 500;  end 
       else if (cnt_new_w > 399) begin   d2=4;   cnt_new_w = cnt_new_w - 400;  end 
       else if (cnt_new_w > 299) begin   d2=3;   cnt_new_w = cnt_new_w - 300;  end 
       else if (cnt_new_w > 199) begin   d2=2;   cnt_new_w = cnt_new_w - 200;  end 
       else if (cnt_new_w > 99)  begin   d2=1;   cnt_new_w = cnt_new_w - 100;  end 
       else                      begin   d2=0;   end 
       if      (cnt_new_w > 89) begin   d1=9;   cnt_new_w = cnt_new_w - 90;  end
       else if (cnt_new_w > 79) begin   d1=8;   cnt_new_w = cnt_new_w - 80;  end 
       else if (cnt_new_w > 69) begin   d1=7;   cnt_new_w = cnt_new_w - 70;  end 
       else if (cnt_new_w > 59) begin   d1=6;   cnt_new_w = cnt_new_w - 60;  end 
       else if (cnt_new_w > 49) begin   d1=5;   cnt_new_w = cnt_new_w - 50;  end 
       else if (cnt_new_w > 39) begin   d1=4;   cnt_new_w = cnt_new_w - 40;  end 
       else if (cnt_new_w > 29) begin   d1=3;   cnt_new_w = cnt_new_w - 30;  end 
       else if (cnt_new_w > 19) begin   d1=2;   cnt_new_w = cnt_new_w - 20;  end 
       else if (cnt_new_w > 9)  begin   d1=1;   cnt_new_w = cnt_new_w - 10;  end 
       else                     begin   d1=0;   end 
       d0 = cnt_new_w[3:0]; 
    end
    always @ (cnt_new, d3,d2,d1,d0)
    begin
       if (cnt_new < 1000)  
          c1_d3 = 'hF; 
       else 
          c1_d3 = d3; 
       if (cnt_new < 100)   
          c1_d2 = 'hF; 
       else 
          c1_d2 = d2; 
       if (cnt_new < 10)   
          c1_d1 = 'hF; 
       else 
          c1_d1 = d1;
       c1_d0 = d0;         
    end 
endmodule
module cnt_convert_7b(
    input [6:0] cnt,
    output reg [3:0] c2_d1,
    output reg [3:0] c2_d0
    );
    reg [7:0] cnt_new;       
    reg [7:0] cnt_new_w;     
    reg [3:0] d1;      
    reg [3:0] d0;      
    always @ (cnt_new)
    begin
       d1=0;  d0=0; 
       cnt_new_w = cnt; 
       if      (cnt_new_w > 89) begin   d1=9;   cnt_new_w = cnt_new_w - 90;  end
       else if (cnt_new_w > 79) begin   d1=8;   cnt_new_w = cnt_new_w - 80;  end 
       else if (cnt_new_w > 69) begin   d1=7;   cnt_new_w = cnt_new_w - 70;  end 
       else if (cnt_new_w > 59) begin   d1=6;   cnt_new_w = cnt_new_w - 60;  end 
       else if (cnt_new_w > 49) begin   d1=5;   cnt_new_w = cnt_new_w - 50;  end 
       else if (cnt_new_w > 39) begin   d1=4;   cnt_new_w = cnt_new_w - 40;  end 
       else if (cnt_new_w > 29) begin   d1=3;   cnt_new_w = cnt_new_w - 30;  end 
       else if (cnt_new_w > 19) begin   d1=2;   cnt_new_w = cnt_new_w - 20;  end 
       else if (cnt_new_w > 9)  begin   d1=1;   cnt_new_w = cnt_new_w - 10;  end 
       else                     begin   d1=0;   end 
       d0 = cnt_new_w[3:0]; 
    end
    always @ (cnt, d1, d0)
    begin
       if (cnt < 10)   
          c2_d1 = 'hF; 
       else 
          c2_d1 = d1;
       c2_d0 = d0;        
    end 
endmodule
```

## config.mk

```make
export PLATFORM = sky130hd
export DESIGN_NAME = Lab6
export DESIGN_NICKNAME = Lab6
export VERILOG_FILES = /design/flow/design.v
export SDC_FILE = /design/flow/constraint.sdc
export NUM_CORES = 4
export LEC_CHECK = 1
export CORE_UTILIZATION = 30
```

==> run summary <==
impl run done, here's what came out: Final Setup Violations 0, number of unconstrained endpoints 6, setup_tns 0 ns, Initial Utilization 30.9%, register pins left without a clock 2, Synth area leader dfxtp_1, Wirelength per Cell 12.0 um, largest net degree at the start of global routing 17, HPWL Detailed 5120 um, ys flop type dfxtp_1, Max-area cell share 17.0%, nature of the critical path startpoint flip-flop, Cell Pwr Density 449 nW/um^2, Final Cell Area 3740 sq um, Critical Path RT 5.36 ns, Port Buffers 22, gpl congestion 0.913, Cells after DPL 530, Avg Cell Area, Syn 8.53 sq um, Mapped Cells 372, ant diodes 0, Synth Seq Share 24.6%, Reg2Reg Setup Slack 4.33 ns, Worst setup EP type output port, Root Driver clkbuf_8, global route overflow 0, initial antenna violation count 0, register clock-pin slew on the reported worst setup and hold paths ~0.060 ns, global-route wire length before repair 11100 um, worst stage delay on the critical path ~0.5 ns, CTS H-Tree Depth 2, fin. max-slew vios 0, hold slack 0.413 ns, Critical-path top delay cell or4b_1, DRC errors left 0, gr usage total 12.1%, drt total wl 6460 um, Top delay family on crit path simple AND/OR/NAND/NOR gates, Max Cap Viol 0, status finished clean, Syn-to-layout area delta 17.9%, post-route minimum period 6.33 ns, Tcrit/Tclk final 94.5%, layout cell share with drive strength beyond 1 13.4%, Netlist Area Pre-Place between 3000 and 4000 sq um, crit path kind reg2out, EDFF count, synth 8, insertion delay at the late pin of the worst-skew pair 0.28 ns, clock skew between 0.0015 and 0.002 ns, Buf+Inv Stages, Crit Path 4, Max clock buf depth 2, path type of the worst min-delay path reg2reg, Die Span Y 105 um, chip width roughly 100 um, DR iter-0 viols 170, yosys stat area 3170 sq um, vias in the first global route 2464, Site Rows 37, TritonRoute pass-1 iters 4, crit-path max FO 7, CTS tree done, worst path cell trace inv_1, ha_1, nand2b_1, and2_1, ha_1, nor2b_1, nand4_1, a21oi_2, nand4_2, or2_1, o21ai_1, a211oi_1, o41a_1, o22ai_2, inv_1, ha_1, inv_1, nor2_1, or4b_1, clkdlybuf4s50_1, Slew headroom 56.5%, Ys Warns 15, top cells by area dfxtp_1 (17%), ha_1 (15%), edfxtp_1 (7.6%), xnor2_1 (5.2%), nor2_1 (4.1%), via count 2729, Cell Type Count 73, Final Core Density 36.4%, Arrival @ worst endpoint about 5.0 ns, FMAX 158 MHz, Worst-Margin Slew 0.646 ns, # Cells Yosys 372, Leak 1.55 nW, vias per inst 5.05, I/O pins 23, Flops after synth 35, Routed Antenna Nets 0, unrepaired setup endpoints after global routing false, Log Warnings 47, cts bufs inserted 5, Fin. Hold Viols 0, chip area 11000 sq um, Post-DP Area 3590 sq um, Async SR Flop Fraction 0%, CORE AREA 10300 sq um, VDD IR-drop max 0.000232 V, non-filler instance count after layout 540
[layout make-up]
type	instances	area, sq um
sequential	35	782
multi-input combinational	297	2250
timing repair buffer	36	325
clock inverter	2	33.8
clock buffer	6	72.6
inverter	28	105
tap	136	170
fill	1042	6530
[synth_stat cells (4+ instances only)]
library cell / number
xnor2_1: 19
a211oi_1: 7
o21ai_0: 12
clkbuf_1: 6
o21ai_1: 4
nor2b_1: 8
o21bai_1: 4
and3_1: 6
nand2_1: 24
ha_1: 37
dfxtp_1: 27
inv_1: 27
xor2_1: 6
and2_1: 4
a31oi_1: 4
a21o_1: 5
nand2b_1: 6
mux2i_1: 10
nand4_1: 4
nand3_1: 10
nor3_1: 5
nor2_1: 35
a21oi_1: 22
edfxtp_1: 8
[final timing paths]
| kind | startpoint | endpoint | depth (start not counted) |
|---|---|---|---|
| hold / removal | segss.CLK_DIV.count[0] | segss.CLK_DIV.count[0] | 1 |
| setup reg to reg | accumulator.Q[1] | accumulator.Q[7] | 12 |
| hold reg to reg | segss.CLK_DIV.count[0] | segss.CLK_DIV.count[0] | 1 |
| setup / recovery | accumulator.Q[3] | sseg[0] | 20 |
[kinds of logic (layout without fill, tap and decap cells)]
family,Yosys count,after routing,share of synthesized area [%]
XOR/XNOR,25,25,6.90
AND/OR/NAND/NOR,122,122,19.8
multiplexers,16,16,5.60
flip-flops,35,35,24.6
buffers and inverters,40,72,5.32
AND-OR/OR-AND,96,96,22.6
adder cells (fa/ha/maj),38,38,15.2
[repair_timing]
action | 4_1_cts | 5_1_grt
endpoints found under the hold margin | 0 | 0
hold buffers | 0 | 0
endpoints found under the setup margin | 0 | 8
buffers inserted | 0 | 2
gates resized | 0 | 8
[power breakdown]
part,internal (mW),switching (mW),leakage (nW)
clock,0.110,0.0672,0.0528
combinational,0.519,0.640,1.20
sequential,0.278,0.0654,0.302
[layer usage]
metal  global-route usage, %  part of all wire [%]
met5                       0                     0
met4                    1.51                   1.0
met3                    1.40                   4.1
met2                    20.2                    46
met1                    17.6                    49
[flip-flops by register name (all words and copies together), names as in the netlist]
signal / count
segss.CLK_DIV.count: 14
accumulator.Q: 8
shift.Q: 8
multiply_fsm.PS: 3
segss.m_cnt: 2
[cell usage in the layout, fill, tap and decap left out, types with 3 or more instances in the layout]
cell type and count:
inv_1 26, buf_4 14, and3_1 6, dfxtp_1 26, xnor2_1 18, mux2_2 3
edfxtp_1 8, xor2_1 6, nand2b_1 6, o21ai_0 12, clkbuf_8 5, nand4_1 4
a31oi_1 3, nor2_1 33, o211ai_1 3, mux2i_1 10, nor2b_1 8, ha_1 37
a211oi_1 7, nand2_1 24, o2111ai_1 3, and2_1 4, or2_1 3, nor3_1 5
a21oi_1 21, a21o_1 5, o21ai_1 4, nand3_1 10, clkdlybuf4s50_1 22, or3_1 3
nor2_2 3, o21bai_1 4
[through the flow]
stage	setup slack, ns	power, mW
2_1_floorplan	1.11	1.19
3_3_place_gp	0.532	1.48
3_5_place_dp	0.445	1.48
4_1_cts	0.114	1.66
5_1_grt	0.00859	1.84
6_report	0.370	1.68
[worst reg2reg max path, delay by kind of cell (launching register included)]
family | cells | cell delay, ns
buf+inv | 1 | 0.22
flops | 1 | 0.34
compound gates | 6 | 1.00
xor+xnor | 2 | 0.29
simple gates | 2 | 0.13
fa+ha+maj | 1 | 0.26
Power and IR drop assume default switching activity.
