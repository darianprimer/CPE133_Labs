==> flow/design.v <==
`timescale 1ns / 1ps
module FA(
    input A,
    input B,
    input Ci,
    output S,
    output Co
    );
    assign S = A^B^Ci;
    assign Co = (A&Ci) + (A&B) + (B&Ci);
endmodule
`timescale 1ns / 1ps
module Lab4(
    input [3:0] A,
    input [3:0] B,
    input Sub,
    input RC,
    output [6:0] sseg,
    output neg,
    output [3:0] an
    );
    logic [3:0] t1, t2, t4, t5;
    logic t3, t6, t7, t8;
    mux2_1 mux1(.A(~B), .B(B), .SEL(Sub), .an(t1));
    mux2_1 mux2(.A(t4), .B(t2), .SEL(t6), .an(t5));
    mux2_1 mux3(.A(4'b1110), .B(4'b1111), .SEL(t7), .an(an));
    RippleCarryAdder RCA1(.A(A), .B(t1), .Sub(Sub), .S(t2), .Co(t3));
    RippleCarryAdder RCA2(.A(~t2), .B(4'b0000), .Sub(1), .S(t4), .Co(t8));
    ssegH ssegdec1(.binary(t5), .sseg(sseg));
    Validity Validity1(.A(A[3]), .B(t1[3]), .S(t2[3]), .Co(t3), .RC(RC), .Sub(Sub), .Valid(t7));
    assign t6 = RC&t2[3];
    assign neg = t6;
endmodule
`timescale 1ns / 1ps
module RippleCarryAdder(
    input [3:0] A,
    input [3:0] B,
    input Sub,
    output [3:0] S,
    output Co
    );
    logic [1:0] t1, t2, t3;
    FA FA4(.A(A[0]), .B(B[0]), .Ci(Sub), .S(S[0]), .Co(t1));
    FA FA1(.A(A[1]), .B(B[1]), .Ci(t1), .S(S[1]), .Co(t2));
    FA FA2(.A(A[2]), .B(B[2]), .Ci(t2), .S(S[2]), .Co(t3));
    FA FA3(.A(A[3]), .B(B[3]), .Ci(t3), .S(S[3]), .Co(Co));
endmodule
`timescale 1ns / 1ps
module Validity(
    input A,
    input B,
    input S,
    input Co,
    input RC,
    input Sub,
    output Valid
    );
assign Valid =
           (RC == 0 && Sub == 0 && Co == 1) ? 0:
           (RC == 0 && Sub == 1 && Co == 0) ? 0:
           (RC == 1 && Sub == 0 && A == 0 && B == 0 && S == 1) ? 0:
           (RC == 1 && Sub == 0 && A == 1 && B == 1 && S == 0) ? 0: 1;
endmodule
`timescale 1ns / 1ps
module mux2_1 #(parameter WIDTH = 4)
    (input [WIDTH-1:0] A, B,
    input SEL,
    output [WIDTH - 1:0] an
    );
    assign an = (SEL ? A : B);
endmodule
`timescale 1ns / 1ps
module ssegH(
    input [3:0] binary,
    output logic [6:0] sseg
    );
    always_comb
    case(binary)
            0: sseg = 7'h40;
            1: sseg = 7'h79;
            2: sseg = 7'h24;
            3: sseg = 7'h30;
            4: sseg = 7'h19;
            5: sseg = 7'h12;
            6: sseg = 7'h02;
            7: sseg = 7'h78;
            8: sseg = 7'h00;
            9: sseg = 7'h18;
            10: sseg = 7'h08;
            11: sseg = 7'h03;
            12: sseg = 7'h46;
            13: sseg = 7'h21;
            14: sseg = 7'h06;
            15: sseg = 7'h0E;
            default: sseg = 7'hFF;
        endcase
endmodule
==> flow/run.sh <==
#!/bin/bash
# OpenROAD 26Q1-2900-gdf79404cd8, Yosys 0.63+post, stock flow scripts
make -C /OpenROAD-flow-scripts/flow DESIGN_CONFIG=/design/flow/config.mk WORK_HOME=/design/flow/orfs finish
==> flow/config.mk <==
export PLATFORM = sky130hd
export DESIGN_NAME = Lab4
export DESIGN_NICKNAME = Lab4
export VERILOG_FILES = /design/flow/design.v
export SDC_FILE = /design/flow/constraint.sdc
export NUM_CORES = 4
export LEC_CHECK = 1
export CORE_AREA = 10 10 73 73
export DIE_AREA = 0 0 83 83
==> flow/constraint.sdc <==
current_design Lab4

set clk_period 4.7
set clk_io_pct 0.2

create_clock -name clk0 -period $clk_period

set non_clock_inputs [all_inputs -no_clocks]
set_input_delay [expr $clk_period * $clk_io_pct] -clock clk0 $non_clock_inputs
set_output_delay [expr $clk_period * $clk_io_pct] -clock clk0 [all_outputs]
==> reports/qor.txt <==
Status: completed
Chip Area, Yosys: 524 um2
Vias/cell: 3.67
Layout cells sized above 1: 53.3%
Syn_area_per_cell: 8.19 um2
FMAX: 220 MHz
Netlist cell types: 27
Peak VDD IR: 0.000102 V
I/O pin cnt: 22
WP buf/inv: 4
Cell depth of the worst setup path: 13
First-pass GRT wire length: 2570 um
RSZ-0062 raised after global routing: no
# clk buffers: 0
Critical path's slowest cell: fa_2
Final Total Pwr: 0.308 mW
DR iter-0 viols: 4
Cycle use final: 96.8%
Gr usage total: 4.07%
Leak Pwr: 0.493 nW
GPL Wtd Cong: 0.758
Crit path capture: sseg[3]
Crit-path cells: buf_2 -> mux2i_2 -> fa_2 -> inv_2 -> fa_2 -> fa_2 -> nand2_4 -> nor2_4 -> a21oi_2 -> ha_2 -> inv_1 -> mux4_2 -> buf_2
Die W: 83 um
I/O Buffers: 19
Synth Instances: 64
Top cells by area: ha_1 (21%), fa_1 (11%), mux2i_1 (11%)
Pwr Density: 311 nW/um2
Warnings, synthesis: 9
Final setup fails: 0
Row count: 22
Fp_density: 14.0%
Max-area cell share: 21.5%
Via count: 561
Final Max Slew Viols: 0
Worst hold path class: in2out
Flops: 0
Area of the mapped netlist: 524 um2
DRC: 0
Placed Area: 908 um2
Core Area: 3740 um2
Chip area: 6890 um2
Max Cap Viol: 0
N_diodes: 0
Yosys Instances: 64
Post-synth top cells: inv_1 (10), ha_1 (9), mux2i_1 (6)
Die height: 83 um
Post-route cell area: 991 um2
Initial antenna violation count: 0
Congestion Overflow GR: 0
Cell taking the most area after synthesis: ha_1
CP delay by family, top: adder cells
Number of global-route vias before repair: 581
Flop area: 0 um2
DP HPWL: 1210 um
CP endpoint kind: output pin
Per-cell routed wire length: 9.33 um
Worst Path Arrival: 3.61 ns
Max incr delay on CP: 0.57 ns
Fin crit period: 4.55 ns
Post-synthesis sequential area ratio: 0%
Worst path most repeated cell: fa_2
CP Data Required Time: 3.76 ns
Antenna-violating nets left: 0
Largest net degree at the start of global routing: 7
Layout area overhead: 89.0%
Router iterations before antenna repair: 2
Final Hold Fails: 0
Routed wire length: 1430 um
Synth top cell by count: inv_1
Critical Path Fanout Max: 4
Setup CP Type: in2out
Crit path launch: B[0]
Critical Path Start Type: primary input
CTS Hold Bufs: 0
Tool warnings: 38
-- where the power goes --
group | internal, mW | leakage [nW] | switching [mW]
sequential | 0 | 0 | 0
clock | 0 | 0 | 0
combinational | 0.185 | 0.493 | 0.123
-- metal layers --
layer / wire, um / GRT usage (%) / up-vias
met5: 0 / 0 / -
met4: 0 / 0 / 0
met3: 52 / 0.591 / 0
met2: 642 / 6.63 / 12
met1: 732 / 5.81 / 253
li1: - / - / 296
-- per-stage QoR --
stage / std cells / utilization (%) / setup TNS, ns / hold WS [ns] / setup slack, ns
floorplan: 66 / - / 0 / 1.98 / 0.119
global placement: 149 / 24.3 / -3.58 / 3.01 / -0.626
detailed placement: 149 / 24.3 / -3.65 / 3.02 / -0.619
CTS: 153 / 25.8 / -0.0602 / 2.64 / -0.0602
global route: 153 / 26.5 / 0 / 2.67 / 0.00503
finish: 153 / 26.5 / 0 / 2.62 / 0.149
-- cell type report --
| type | instances | area (um2) |
|---|---|---|
| Tap cell | 48 | 60.1 |
| Multi-Input combinational cell | 51 | 546 |
| Inverter | 10 | 37.5 |
| Timing Repair Buffer | 44 | 348 |
| Fill cell | 418 | 2750 |
-- cells by family (layout without fill, tap and decap cells) --
family | Yosys count | in the layout | synth area share [%]
buffers and inverters | 15 | 54 | 13.1
adders and majority gates | 12 | 12 | 32.9
other | 1 | 3 | 0.715
muxes | 8 | 8 | 19.3
and+or+nand+nor | 10 | 10 | 8.83
xor gates and xnor gates | 5 | 5 | 8.35
AOI/OAI and AO/OA | 13 | 13 | 16.7
-- cells in the final DEF (no fill, tap or decap), types with 2 or more instances in the layout --
| cell | netlist | final |
|---|---|---|
| clkdlybuf4s50_1 | 0 | 6 |
| inv_1 | 10 | 6 |
| nand2_1 | 4 | 3 |
| ha_2 | 0 | 3 |
| ha_1 | 9 | 5 |
| inv_2 | 0 | 4 |
| conb_1 | 1 | 3 |
| a21oi_1 | 4 | 2 |
| mux2i_1 | 6 | 4 |
| xor2_1 | 3 | 3 |
| clkbuf_2 | 0 | 2 |
| dlygate4sd2_1 | 0 | 4 |
| fa_2 | 0 | 3 |
| buf_2 | 1 | 5 |
| buf_6 | 0 | 2 |
| buf_4 | 3 | 23 |
| o22ai_1 | 2 | 2 |
-- repair_timing --
| item | CTS | global route |
|---|---|---|
| buffers inserted | 4 | 0 |
| pin swaps | 11 | 10 |
| gates resized | 46 | 10 |
| setup endpoints to repair | 8 | 8 |
| cloned | 0 | 0 |
-- how the worst min path moves through the flow --
| stage | slack, ns | to | from | cells past startpoint |
|---|---|---|---|---|
| finish | 2.62 | an[0] | Sub | 4 |
| global route | 2.67 | an[0] | Sub | 4 |
| CTS | 2.64 | an[0] | Sub | 4 |
Power is estimated from default activity; no workload was simulated.
